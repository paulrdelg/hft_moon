<file path="./config.mk">
export PLATFORM = sky130hd
export DESIGN_NAME = sd_interface
export DESIGN_NICKNAME = sd_interface
export VERILOG_FILES = /design/flow/design.v
export SDC_FILE = /design/flow/constraint.sdc
export NUM_CORES = 4
export LEC_CHECK = 1
export CORE_AREA = 10 10 81 81
export DIE_AREA = 0 0 91 91
</file>
<file path="./constraint.sdc">
current_design sd_interface

set clk_period 4.5
set clk_io_pct 0.2

create_clock -name clk0 -period $clk_period [get_ports {clk}]

set non_clock_inputs [all_inputs -no_clocks]
set_input_delay [expr $clk_period * $clk_io_pct] -clock clk0 $non_clock_inputs
set_output_delay [expr $clk_period * $clk_io_pct] -clock clk0 [all_outputs]
</file>
<file path="./design.v">
module sd_interface (
	input  wire clk,              
	input  wire rst,              
	output reg  sd_clk,           
	output reg  sd_cmd,           
	inout  wire [3:0] sd_dat      
);
reg [15:0] clk_div;
reg clk_enable;
reg [1:0] IDLE = 2'b00;
reg [1:0] SEND_CMD = 2'b01;
reg [1:0] WAIT_RESP = 2'b10;
reg [1:0] DONE = 2'b11;
reg [1:0] state, next_state;
reg [5:0] cmd_index;
reg [31:0] arg;
reg [47:0] response;
reg cmd_send;
always @(posedge clk or posedge rst) begin
	if (rst) begin
		clk_div <= 16'b0;
		clk_enable <= 1'b0;
		sd_clk <= 1'b0;
		state <= IDLE;
		sd_cmd <= 1'b1;  
	end else begin
		clk_div <= clk_div + 1;
		if (clk_div == 16'hFFFF) begin
			clk_enable <= ~clk_enable;
			sd_clk <= clk_enable;
		end
		state <= next_state;
		if (cmd_send) begin
			sd_cmd <= 1'b0;  
		end else begin
			sd_cmd <= 1'b1;  
		end
	end
end
always @(*) begin
	next_state = state;
	cmd_send = 1'b0;
	case (state)
		IDLE: begin
			cmd_index = 6'b000000;
			arg = 32'b0;  
			cmd_send = 1'b1;
			next_state = SEND_CMD;
		end
		SEND_CMD: begin
			if (cmd_send) begin
				next_state = WAIT_RESP;
			end
		end
		WAIT_RESP: begin
			if (sd_dat[0] == 1'b0) begin
				response = 48'hFFFFFFFFFFFF;  
				next_state = DONE;
			end
		end
		DONE: begin
			next_state = IDLE;
		end
		default: begin
			next_state = IDLE;
		end
	endcase
end
endmodule
</file>
<file path="./run.sh">
#!/bin/bash
# OpenROAD 26Q1-2900-gdf79404cd8, Yosys 0.63+post, stock flow scripts
make -C /OpenROAD-flow-scripts/flow DESIGN_CONFIG=/design/flow/config.mk WORK_HOME=/design/flow/orfs finish
</file>
==> out/results.ini <==
[logic_synthesis]
syn_area_um2=847.1
ys.flops=20
mux_share_pct=1.773
synthTopLogicFamily=simple AND/OR/NAND/NOR gates
ys_sh_aoi_pct=0
synth.avg_cell_area_um2=12.28
ys_sh_adder_pct=1.477
ys_sh_xor_pct=15.51
syn_inst=69
yosysWarnings=1
simple_gate_share_pct=20.09
yosys-stat-area_um2=847.1
ys_seq_share_pct=59.38
synthDistinctLibCells=19
yosys_cells=69

[sta]
rsz0062_at_grt=no
setup_tns_ns=0
clock_skew_ns=0.006156
worst_hold_slack_ns=0.4259
finalCriticalPeriod_ns=2.119
setup_viol=0
untimed_endpoints=4
hold_viol=0
timing.fmax_mhz=471.8
slew_headroom_pct=51.31
drv_slew=0
worstMarginPinSlew_ns=0.7295
finalClockPeriodUsage_pct=47.10
setup_ws_ns=2.381

[worst_setup_path]
path_cells=clkdlybuf4s50_1
required_ns=3.60
cp-start-kind=flip-flop
endpoint_kind=output pin
worstPathMaxFanout=1
cp.arrival_ns=1.22
cp_top_family=flip-flops
worstPathBufferInverterCount=1
crit_slowest_cell=dfstp_2
critPathMaxStageDelay_ns=0.52
critPathKind=reg -> out

[clocking]
clockBufferDepth=2
post_cts_resized=0
cts_buffers=3
root_buffer=clkbuf_8
clk_pin_slew_ns=0.07
ctsHoldBuffers=0
cts_tree=built
cts.sinks=20
insertion_delay_ns=0.25
post_cts_buffers=0
htree_num_levels=1

[cells_and_area]
postLayoutCellArea_mm2=0.001032
fillCellCount=529
comb_area_um2=332.8
drive_gt1_share_pct=19.74
seq_area_um2=503.0
stdcell_count=143
syn_to_final_growth_pct=21.86

[route]
drt-wirelength-per-cell_um=8.846
ant_nets=0
dr.first_iter.drc_count=54
first_pass_iters=4
routed_wirelength_um=1265
vias=499
insertedDiodeCount=0
via_per_inst=3.490
drc=0

[power_and_ir_drop]
p_comb_share_pct=1.4
power_frac_seq_pct=50.3
power_leakage_nw=0.4908
p_int_mw=0.3015
power_switching_mw=0.05923
cellPowerDensity_mw_per_mm2=349.4
ir_worst_vdd_v=0.0002941
power_frac_clock_pct=48.2
sw_frac_of_total_pct=16.42

[hold_path]
hp-class=reg -> reg

[flow_run]
max_cap_viol_count=0
log.warning_count=29

[placement]
placed_cell_area_um2=960.9
gp_congestion=0.7124
pre_cts_slack_ns=2.628
dpl.cell_count=139
dp_hpwl_um=828.2
port_buffers=3

[global_route]
grt_max_degree=21
overflow=0
antenna_found_initial=0
grt_pass1_wl_um=2415
grt_pass1_vias=505
grtUsageTotal_pct=3.349

[die]
fp_util_pct=17.58
core_mm2=0.004817
die-area_mm2=0.008281
fp-row-count=25
ioPinCount=8
die_x_um=91
die_y_um=91

[run_status]
status=completed

## per-stage QoR
| stage | utilization [%] | total power [mW] |
|---|---|---|
| 2_1_floorplan | - | 0.1877 |
| 3_3_place_gp | 19.95 | 0.1903 |
| 3_5_place_dp | 19.95 | 0.1905 |
| 4_1_cts | 21.43 | 0.3688 |
| 5_1_grt | 21.43 | 0.3746 |
| 6_report | 21.43 | 0.3607 |
## synth_stat cells
master	n	area share, %
mux2_4	1	1.8
xor2_1	9	9.3
and3_1	1	0.74
dfstp_2	2	6.2
conb_1	1	0.44
inv_1	3	1.3
and3_2	3	2.7
or3_1	1	0.74
nand3_2	2	2.4
nor2_1	6	2.7
nand4_2	1	1.5
ha_1	1	1.5
nand4_1	2	1.5
xnor2_1	6	6.2
dfrtp_1	18	53
nand3_1	3	1.8
nand2_1	7	3.1
nor3_2	1	1.2
nor3_4	1	1.9
## layer usage
metal	GRT usage (%)	vias to the layer above	wire length (um)
li1	-	240	-
met1	5.082	254	690
met2	4.654	5	525
met3	1.328	0	49
met4	0	0	0
met5	0	-	0
## layout by cell type (no fill, tap or decap), drive strengths merged
cell	netlist	final
xnor2	6	6
mux2	1	1
nor3	2	2
and3	4	4
xor2	9	9
nor2	6	6
dfstp	2	2
dfrtp	18	18
nand2	7	7
or3	1	1
clkbuf	0	3
ha	1	1
clkdlybuf4s50	0	3
inv	3	3
bufinv	0	1
nand3	5	5
nand4	3	3
conb	1	1
## sequential cells by signal, summed over array words and instances (netlist names)
name	count
clk_enable	1
state	1
clk_div	16
sd_clk	1
sd_cmd	1
## power groups by stage
stage                 clock network [mW]  logic, mW  registers, mW
after CTS                          0.182    0.00565          0.181
after global routing               0.187    0.00639          0.182
final                              0.174    0.00521          0.182
## worst paths after layout
check	slack, ns	depth (start not counted)	from	endpoint
max in group asynchronous	2.96	2	rst	clk_div[0]$_DFF_PP0_
min in group asynchronous	1.07	2	rst	clk_div[6]$_DFF_PP0_
worst max register to register	2.82	5	clk_div[0]$_DFF_PP0_	sd_clk$_DFFE_PP0N_
worst max-delay path	2.38	1	sd_cmd$_DFF_PP1_	sd_cmd
worst min-delay path	0.43	1	state[0]$_DFF_PP1_	sd_cmd$_DFF_PP1_
worst min register to register	0.43	1	state[0]$_DFF_PP1_	sd_cmd$_DFF_PP1_
## cells by family (layout without fill, tap and decap cells)
| logic type | count (synthesis) | after routing |
|---|---|---|
| xor+xnor | 15 | 15 |
| other cells | 1 | 1 |
| fa+ha+maj | 1 | 1 |
| simple gates | 28 | 28 |
| buf+inv | 3 | 10 |
| mux | 1 | 1 |
| flops | 20 | 20 |
## final cells by class
| cell class | instances | area share, % |
|---|---|---|
| clock buffers | 3 | 4.000 |
| clock inverters | 1 | 2.909 |
| flip-flops and latches | 20 | 48.73 |
| repair buffers | 3 | 2.909 |
| multi-input cells | 46 | 32.24 |
| well taps | 67 | 8.121 |
| inverters | 3 | 1.091 |
Power and IR drop assume default switching activity.
